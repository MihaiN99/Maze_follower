--- flow/constraint.sdc ---
current_design maze

set clk_period 2.5
set clk_io_pct 0.2

create_clock -name clk0 -period $clk_period [get_ports {clk}]

set non_clock_inputs [all_inputs -no_clocks]
set_input_delay [expr $clk_period * $clk_io_pct] -clock clk0 $non_clock_inputs
set_output_delay [expr $clk_period * $clk_io_pct] -clock clk0 [all_outputs]
--- flow/design.v ---
module maze(
	input clk,
	input [6-1:0] starting_col, starting_row,
	input maze_in,
	output reg [6-1:0] row, col,
	output reg	maze_oe,
	output reg	maze_we,
	output reg	done);
reg [5:0] last_row, last_col;   
parameter S0 = 0;
parameter S1 = 1;
parameter S2 = 2; 
parameter S3 = 3;
parameter S4 = 4;
parameter S5 = 5;
parameter S6 = 6;
parameter S7 = 7;
parameter east = 9;
parameter west = 10;
parameter north = 11;
parameter south = 12;
parameter final_labirint = 8;
reg [1:0] pct_cardinal;  
reg [3:0] state, next_state;
always @(posedge clk) begin
		state<=next_state;
end
always @(*) begin
	 done=0;
	 maze_we=0;
	 maze_oe=0;
	 next_state=S0;
case(state)
	S0: begin
		maze_we = 1;  
		pct_cardinal = 0;	
		col = starting_col;
		row = starting_row;			
		last_col = starting_col;
		last_row = starting_row;
	next_state=S1;
	end
	S1 : begin  
			if(pct_cardinal==0) begin
					 col=col+1;
			end
			else if(pct_cardinal==1) begin
					 col=col-1;
		   end
			else if(pct_cardinal==2) begin
						row=row+1;
			end
			else if(pct_cardinal==3) begin
					 row=row-1;
			end	 
	maze_oe=1;		
	next_state=S2;
	end
	S2: begin
		if(maze_in == 0) begin
			last_row=row;
			last_col=col;
	maze_we=1;
	next_state=S3;
	end
		else begin  
			col=last_col;
			row=last_row;
			pct_cardinal=pct_cardinal+1;
			next_state=S1;
		end
	end
	S3: begin  
		if(pct_cardinal==0) begin
				last_row=row;
				row=row+1;  
		end
		if(pct_cardinal==1) begin
				last_row=row;
				row=row-1;  
		end
		if(pct_cardinal==2) begin
				last_col=col;
				col=col-1;  
		end
		if(pct_cardinal==3) begin
				last_col=col;
				col=col+1;  
		end
	maze_oe=1;
	next_state=S4;
	end
	S4: begin
		if(pct_cardinal==0) begin
				next_state=east;
		end
		else if (pct_cardinal==1) begin
				next_state=west;
		end
		else if(pct_cardinal==2) begin
				next_state=south;
		end
		else if(pct_cardinal==3) begin			
				next_state=north;
		end
	end
	east: begin
		if(maze_in==1) begin 
			last_col=col; 
			row=last_row; 
			col=col+1; 
		end
		else begin 
			pct_cardinal=2;
			last_col=col;
			last_row=row;
		end	
	maze_oe=1;
	next_state=S5;
	end
	west: begin
		if(maze_in==1) begin 
			last_col=col; 
			row=last_row; 
			col=col-1; 
		end
		else begin
			pct_cardinal=3;
			last_row=row;
			last_col=col;
		end
	maze_oe=1;
	next_state=S5;
	end
	north: begin
		if(maze_in==1) begin 
			last_row=row;
			col=last_col;
			row=row-1;
		end
		else begin  
			pct_cardinal=0;
			last_row=row;
			last_col=col;
		end
	maze_oe=1;
	next_state=S5;
	end
	south: begin
		if(maze_in==1) begin
			last_row=row;
			col=last_col;
			row=row+1;
		end
		else begin  
			pct_cardinal=1;
			last_row=row;
			last_col=col;
		end
	maze_oe=1;
	next_state=S5;
	end
	S5: begin
		if(maze_in==0)  begin  
			if(col==0 || row==0 || row==63 || col==63) begin  
				maze_we=1;
				next_state=final_labirint;
			end
			else begin  
				next_state=S7;
			end
		end
		else begin  
			next_state=S6; 
		end
	end
	S6: begin  
		col=last_col;
		row=last_row;
		if(pct_cardinal==0) begin
			pct_cardinal=1;
		end
		else if(pct_cardinal==1) begin
			pct_cardinal=0;
		end
		else if(pct_cardinal==2) begin
			pct_cardinal=3;
		end
		else if(pct_cardinal==3) begin
			pct_cardinal=2;
		end
	next_state=S3;
	end
	S7: begin  
		last_row=row;
		last_col=col;
		maze_we=1;
		next_state = S3;
	end
	final_labirint: begin  
		done=1; 
	end
	endcase
end
endmodule
--- flow/run.sh ---
#!/bin/bash
# OpenROAD 26Q1-2900-gdf79404cd8, Yosys 0.63+post, stock flow scripts
make -C /OpenROAD-flow-scripts/flow DESIGN_CONFIG=/design/flow/config.mk WORK_HOME=/design/flow/orfs finish
--- flow/config.mk ---
export PLATFORM = sky130hd
export DESIGN_NAME = maze
export DESIGN_NICKNAME = maze
export VERILOG_FILES = /design/flow/design.v
export SDC_FILE = /design/flow/constraint.sdc
export NUM_CORES = 4
export LEC_CHECK = 1
export CORE_UTILIZATION = 50
==> flow_summary.json <==
{
  "antenna_found_initial": 0,
  "drc": 0,
  "die_y_um": 79.55,
  "worst_hold_slack_ps": 601.8,
  "synth_area_um2": 3007,
  "ctsHoldBuffers": 0,
  "grt_use_total_pct": 30.14,
  "route.met3.wl_um": 803,
  "place.gp.congestion": 0.9474,
  "hp-start": "state[1]",
  "max-cap-violations": 0,
  "cp.buffers_inverters": 2,
  "reg2reg_to": "state[0]",
  "num_vias": 3212,
  "postSynthCellCount": 422,
  "min_to": "state[1]",
  "hold_violations": 0,
  "antenna_left": 0,
  "worstPathArrival_ps": 1870,
  "hold_path.class": "flop to flop",
  "start_kind": "input port",
  "flop_area_um2": 470.5,
  "final_cells": 494,
  "crit_start": "maze_in",
  "cts_tree": "done",
  "syn2layout_area_growth_pct": 9.280,
  "pre_cts_ws_ps": 110.1,
  "ios": 29,
  "initial_core_util_pct": 53.29,
  "yosys-top-cells-count": "nand2_1, o21ai_0, nor2_1",
  "rr_worst_depth": 4,
  "final-comb-area_um2": 2261,
  "status": "completed",
  "finalSetupViolations": 0,
  "die_area_um2": 6327,
  "grt_max_degree": 32,
  "dp_hpwl_um": 6728,
  "dr.max_layer_used": "met4",
  "yosysCellCount": 422,
  "grt_pass1_vias": 2854,
  "ff_type": "dlxtn_1",
  "crit_fanout": 3,
  "clock-root-buffer": "clkbuf_8",
  "yosysWarnings": 115,
  "ys_chip_area_um2": 3007,
  "die_w_um": 79.55,
  "drtIter0Drc": 286,
  "openroad.warnings": 36,
  "untimed_endpoints": 38,
  "fin_ws_ps": 130.3,
  "max_freq_mhz": 422.0,
  "wire_per_inst_um": 18.55,
  "async_reset_ff_share_pct": 0,
  "edf_count": 0,
  "total_power_mw": 4.931,
  "cpMaxStageDelayCell": "clkdlybuf4s50_1",
  "num-fill-cells": 567,
  "worstSkewPairLatency_ps": 220,
  "ys_seq_elements": 30,
  "min_path_cells": 2,
  "clock_path_buffers": 2,
  "grt_pass1_wl_um": 14790,
  "rows": 27,
  "finish.utilization_pct": 58.24,
  "ys_types": 72,
  "grt_overflow": 0,
  "cts_buffers": 3,
  "postCtsSetupBuffers": 0,
  "routed-wl-met2_um": 3734,
  "cts_max_level": 1,
  "path_clk_slew_ps": 30,
  "fin_skew_ps": 3.390,
  "leakagePower_nw": 1.276,
  "routed_wl_um": 9166,
  "portBuffers": 28,
  "slowest_delay_ps": 460,
  "relSlewSlack_pct": 36.12,
  "viasPerCell": 6.502,
  "stdcell_area_um2": 3286,
  "dp_cells": 491,
  "critPathRequiredTime_ps": 2000,
  "synth_top_area_share_pct": 12.98,
  "crit-reg2reg-launch": "state[0]",
  "tightest_slew_ps": 950.9,
  "slew_viol_final": 0,
  "avgSynthCellArea_um2": 7.125,
  "topCellsByArea": "dlxtn_1, ha_1, o21ai_0, nand2_1, a21oi_1",
  "ir_drop_mv": 0.8744,
  "finalCriticalPeriod_ps": 2370,
  "final.setup.tns_ps": 0,
  "unclocked_regs": 26,
  "firstDrtPassIters": 5,
  "period_used_pct": 94.79,
  "critical_path.cell_chain": "clkdlybuf4s50_1 -> a211o_1 -> a21oi_1 -> clkdlybuf4s50_1",
  "powerDensity_nw_per_um2": 1501,
  "fp.coreArea_um2": 5642,
  "place_area_um2": 3238,
  "drive_gt1_share_pct": 7.583,
  "yosysMostFrequentCell": "nand2_1",
  "path_common_cell": "clkdlybuf4s50_1",
  "top_area_cell": "dlxtn_1",
  "antenna_cells": 0,
  "cp-end-kind": "output port",
  "critPathTopFamily": "buffers and inverters",
  "ff2ff_setup_slack_ps": 950,
  "crit_type": "input port to output port",
  "wl_met1_um": 4555
}
-- area by class of cell --
type	instances	share of cell area, %
Inverter	18	2.056
Multi-Input combinational cell	333	68.81
Sequential cell	30	14.32
Clock buffer	3	1.257
Timing Repair Buffer	38	10.81
Tap cell	72	2.742
-- kinds of logic (layout without fill, tap and decap cells) --
kind of cell             after synthesis  after routing  synth area share [%]
flip-flops                             4              4                 2.663
latches                               26             26                 12.98
adder cells (fa/ha/maj)               14             14                 5.826
AND-OR/OR-AND                        149            149                 35.16
AND/OR/NAND/NOR                      150            150                 27.42
buffers and inverters                 59             59                 9.363
XOR/XNOR                              15             15                 4.827
multiplexers                           5              5                 1.748
-- report_power, final --
part	internal, mW	total [mW]	switching (mW)
combinational	1.60	3.63	2.04
sequential	0.676	1.16	0.481
clock	0.103	0.139	0.0359
total	2.38	4.93	2.55
-- timing repair --
action,CTS,global route
gates resized,0,1
hold endpoints to repair,0,0
endpoints found under the setup margin,0,1
-- cells in the final DEF, fill, tap and decap left out, types with 4 or more instances in the layout --
cell              n
o221a_2           4
and2_1            5
a211o_1           4
o211ai_1         14
o311ai_0          4
nor2b_1           5
a22oi_1           4
or2_2             4
and3_1            5
a221oi_1         11
clkdlybuf4s50_1  28
nor3_1           12
inv_1            18
nor2_1           27
buf_4            10
dfxtp_1           4
nand2b_1          6
nor3b_1           5
nand3b_1          7
or3_1             7
a21oi_1          25
ha_1             14
xor2_1            6
nand2_1          35
nand3_1          13
a221o_1           5
nand4_1           4
xnor2_1           8
dlxtn_1          26
a21o_1            7
o21ai_0          33
-- routing by layer --
metal | vias up | global-route usage [%]
li1 | 1584 | -
met1 | 1470 | 49.13
met2 | 152 | 43.25
met3 | 6 | 4.408
met4 | 0 | 3.091
met5 | - | 0
-- sequential cells by signal (all words and copies together) (netlist names) --
name and flops:
last_row 6, row 6, col 6, pct_cardinal 2
state 4, last_col 6
-- worst max path at each step --
stage     slack, ps      end  cells after the start
5_1_grt         -20  maze_we                      5
6_report        130  maze_we                      4
4_1_cts         100  maze_we                      5
-- tightest hold or removal path, delay by kind of cell, from the launching register on --
| family | cells | cell delay, ps |
|---|---|---|
| AOI/OAI and AO/OA | 1 | 80 |
| DFF | 1 | 350 |
| and+or+nand+nor | 1 | 110 |
